--- /design/flow/design.v ---
`timescale 1ns / 10ps
module maintenance_command_queue #(
) (
    input logic clk, n_rst,
    input logic cmd_issued,
    output logic issue_cmd
);
    localparam MAX_COUNT = 640000;
    logic count_enable;
    logic rollover_flag;
    logic [19:0] rollover_val;
    assign rollover_val = MAX_COUNT;
    single_edge_counter #(.SIZE(20)) mcq_sec (
        .clk(clk), .n_rst(n_rst),
        .clear(cmd_issued),
        .rollover_val(rollover_val),
        .count_enable(count_enable),
        .rollover_flag(rollover_flag),
        .count_out()
    );
    enum bit [1:0] {
        IDLE,
        REFRESH_ALL
    } state, next_state;
    always_ff @(posedge clk, negedge n_rst) begin
        if (~n_rst) state <= IDLE;
        else        state <= next_state;
    end
    always_comb begin
        case (state)
            IDLE: begin
                count_enable                    = 1;
                issue_cmd                       = 0;
                next_state = rollover_flag ?    REFRESH_ALL : IDLE;
            end REFRESH_ALL: begin
                count_enable                    = 0;
                issue_cmd                       = 1;
                next_state = cmd_issued ?       IDLE : REFRESH_ALL;
            end default: begin
                count_enable                    = 0;
                issue_cmd                       = 0;
                next_state =                    IDLE;
            end
        endcase
    end
endmodule
`timescale 1ns / 10ps
module single_edge_counter #(
    parameter SIZE = 4
) (
    input logic clk, n_rst, clear, count_enable,
    input logic [SIZE - 1:0] rollover_val,
    output logic [SIZE - 1: 0] count_out,
    output logic rollover_flag
);
    logic [SIZE - 1: 0] next_count;
    logic count_rollover_flag;
    logic next_rollover_flag;
    always_ff @(posedge clk, negedge n_rst) begin
        if (!n_rst) begin
            count_out               <= 0;
            count_rollover_flag     <= 0;
        end else begin
            count_out               <= next_count;
            count_rollover_flag     <= next_rollover_flag;
        end
    end
    always_comb begin
        if (clear) begin
            next_count          = 0;
            next_rollover_flag  = 0;
        end else if (count_enable) begin
            if (count_out < rollover_val) begin
                next_count          = count_out + 1;
                next_rollover_flag  = (count_out == rollover_val - 1);
            end else begin
                next_count          = 0;
                next_rollover_flag  = 0;
            end
        end else begin
            next_count          = count_out;
            next_rollover_flag  = count_rollover_flag;
        end
    end
    assign rollover_flag = count_rollover_flag || (rollover_val == 0 && count_enable);
endmodule
--- /design/flow/run.sh ---
#!/bin/bash
# OpenROAD 26Q1-2900-gdf79404cd8, Yosys 0.63+post, stock flow scripts
make -C /OpenROAD-flow-scripts/flow DESIGN_CONFIG=/design/flow/config.mk WORK_HOME=/design/flow/orfs finish
--- /design/flow/config.mk ---
export PLATFORM = sky130hd
export DESIGN_NAME = maintenance_command_queue
export DESIGN_NICKNAME = maintenance_command_queue
export VERILOG_FILES = /design/flow/design.v
export SDC_FILE = /design/flow/constraint.sdc
export NUM_CORES = 4
export LEC_CHECK = 1
export CORE_AREA = 10 10 114 114
export DIE_AREA = 0 0 124 124
--- /design/flow/constraint.sdc ---
current_design maintenance_command_queue

set clk_period 3.0
set clk_io_pct 0.2

create_clock -name clk0 -period $clk_period [get_ports {clk}]

set non_clock_inputs [all_inputs -no_clocks]
set_input_delay [expr $clk_period * $clk_io_pct] -clock clk0 $non_clock_inputs
set_output_delay [expr $clk_period * $clk_io_pct] -clock clk0 [all_outputs]
==> reports/writeup.txt <==
The flow ran to the end, and the final reports show no timing, DRC or antenna violations. Initial antenna violation count: 0. The via count of the first global-routing pass came out at 933.

Entering global routing, the biggest net connects 24 pins. The tools report the clock root buffer master as clkbuf_8. The run gives 3 for the number of port buffers. The run gives 0.4440 ns for the post-route worst hold slack.

The half-perimeter wire length of the detailed placement result is 1.861 mm. The number of OpenROAD warnings works out to 25. Looking at the power breakdown, the clock network takes 35.6% of the total. The run gives 23 as the clock net sink count.

The count of library flops with an enable pin was 0; the share of the synthesized area in the top cell type was 44.00%. Clock latency on the worst-skew pair: 0.26 ns. The run gives 492.6 MHz as the highest attainable clock frequency. Along the worst path, the maximum fanout reaches 8. The run gives 0 as the number of setup violations in the final report. The logs give 62.10% for the worst relative slew slack and 12.01% for the fraction of the core area occupied by cells at floorplan.

With the fraction of final layout cells sized beyond drive strength 1 at 13.24%, the number of cells on the worst hold path is 1. The launch point of the critical path is cmd_issued. The mapped netlist covers 1251 um^2. The switching component of the power was reported as 0.0001186 W. The time the worst path needs with I/O delays and setup came out at 2.030 ns.

The run gives 0 as the max-cap violation count. Ranked by instance count, the synthesized netlist is headed by dfrtp_1, nor2_1, nand2_1, a31oi_1, nand3_1. The design draws 0.0005373 W. With the vias after detailed routing at 957, the number of H-tree branching levels is 1. The critical path is of the in -> reg type. The internal power was 0.0004188 W. The tools report the total congestion overflow as 0. The top cell type by instance count after synthesis is dfrtp_1.

Total power normalized to cell area comes to 356.7 nW/um^2. The slowest cell on the critical path was a211oi_2. The run gives 0 for the count of hold buffers inserted by post-cts repair. Setup repair after global routing left no endpoint under its margin. STA puts the critical path data arrival time at 2.22 ns. The tools report the count of different cell masters after synthesis as 43. Leading register cell type out of synthesis: dfrtp_1. The number of cells reported by Yosys stat comes to 128. The number of nets with antenna violations after detailed routing is 0, and the placeable core region is 10,420 um^2. TritonCTS built the clock tree.

The repair_antennas step left the layout with diodes totalling 0. The final weighted congestion recorded by global placement is 0.8262. Looking at the power breakdown, combinational cells take 5.3% of the total. The run gives 0.5674 ns for the transition time at the pin with the least slew margin. In this run the mean area of a mapped cell was 9.775 um^2.

Per the hold report, the tightest min-delay path originates at mcq_sec.count_rollover_flag$_DFFE_PN0P_. Per the detail_route report, vias per standard cell equal 3.518. The run gives 124 um for the die extent in y. Summing all placed instances gives a cell area of 1461 um^2. The run gives 1506 um^2 for the final instance area.

The depth of the worst register-to-register path was 6. Looking at the reg2reg group, the worst path starts from mcq_sec.count_out[1]$_DFFE_PN0P_. The switching power share of the total was 22.07%; the number of warnings issued by yosys was 2. Across the routed clock network, the largest skew measured is 0.003229 ns.

The clock buffer count from CTS was 3; the required time reported for the critical path endpoint was 3.19 ns. The proportion of synthesized flip-flops having asynchronous set or reset works out to 100.0%. The tools report the combined global-route utilization of all metal layers as 3.578%. The first global-routing pass estimated 4.609 mm of wire. STA classifies the critical path endpoint as a register.

Per the run report, area growth between synthesis and finish was 20.40%. Largest incremental delay on the critical path: 0.52 ns. Synthesis produced a netlist whose cell count is 128. In this run the critical path is formed by clkdlybuf4s50_1, nand2b_1, a211oi_2, a41oi_1, a31oi_1. Sorting the Yosys area breakdown by cell type puts at the top dfrtp_1. For the peak supply drop, the log shows 100.6 uV.

The routed design shows a wire length per standard cell of 9.386 um. Once the clock tree was built, the setup fixing pass inserted 0 buffers. The run gives 4 for the first-pass detailed-route iteration total. Yosys reported a register bit count of 23. Note that the worst hold path type here is reg -> reg. The maximum clock path buffer count came out at 2. The first-iteration detailed-routing DRC count came out at 63.

Sort of element at the start of the critical path: an input port. For the total number of placement rows, the log shows 37. The run gives 0 as the number of DRC violations after detailed routing. Looking at the worst setup and hold paths, the clock pins of their registers show a slew of 0.08 ns. For the number of cells upsized or downsized after cts, the log shows 0.

In the Yosys report, the sequential cells make up 46.10% of the chip area. Counting the fill cells in the layout gives 1,176. The tools report the top-level I/O count as 4. The final timing report lists a hold violation count of 0. Registers are responsible for 59.1% of the overall power. The overall die size recorded for this design is 15,380 um^2. The worst path uses 67.66% of the clock period.

In the final timing run, aggregate negative setup slack is 0 ns. The routed wire length is 2.553 mm. The run gives 124 um for the overall die width. For reference, the top cells by area after synthesis are dfrtp_1, nor2_1, nand2_1. Area reported by Yosys stat: 1251 um^2.

For reference, the final report shows the max-slew violation count at 0. The leakage power was 0.6028 nW.
power groups by stage:
stage         Combinational (W)  Clock, W  Sequential, W
global route          0.0000326  0.000213       0.000318
finish                0.0000284  0.000191       0.000318
CTS                   0.0000294  0.000199       0.000318
logic make-up after synthesis:
group,after synthesis,share of synthesized area (%)
muxes,1,0.8999
AOI/OAI and AO/OA,25,14.30
adders and majority gates,1,0.9998
buffers and inverters,4,1.300
and+or+nand+nor,64,29.40
DFF,23,46.10
xor gates and xnor gates,10,7.000
final timing paths:
check | to | slack [ns]
setup / recovery | mcq_sec.count_out[4]$_DFFE_PN0P_ | 0.97
hold / removal | state[0]$_DFF_PN1_ | 0.44
setup reg to reg | mcq_sec.count_out[16]$_DFFE_PN0P_ | 1.22
hold reg to reg | state[0]$_DFF_PN1_ | 0.44
max in group asynchronous | state[0]$_DFF_PN1_ | 2.02
min in group asynchronous | mcq_sec.count_out[15]$_DFFE_PN0P_ | 0.70
worst max-delay path, delay by kind of cell:
kind,cells,cell delay (ns)
AND-OR/OR-AND,3,0.87
AND/OR/NAND/NOR,1,0.23
buffers and inverters,1,0.51
state kept, by name, indices dropped and copies added (netlist names):
name,count
state,2
mcq_sec.count_rollover_flag,1
mcq_sec.count_out,20
layout make-up:
class                      count  area (um^2)  share of cell area (%)
tap                          136        170.2                   11.30
timing repair buffer           5        45.04                   2.990
multi-input combinational    101        658.1                   43.69
sequential                    23        576.8                   38.29
clock buffer                   4        45.04                   2.990
inverter                       3        11.26                  0.7475
stage by stage:
step | util, % | cells | setup slack [ns]
2_1_floorplan | - | 128 | 1.399
3_3_place_gp | 14.03 | 268 | 0.7536
6_report | 14.46 | 272 | 0.9701
3_5_place_dp | 14.03 | 268 | 0.7098
5_1_grt | 14.46 | 272 | 0.8085
4_1_cts | 14.46 | 272 | 0.9869
layer usage:
layer  vias to the layer above  global-route usage [%]  wire length, um
li1                        485                       -                -
met1                       464                   5.294             1300
met2                         6                   5.397             1172
met3                         2                  0.8264               72
met4                         0                  0.3597                8
met5                         -                       0                0
cells in the final DEF, fill, tap and decap left out, types with 2 or more instances in the layout:
master,count
nor4_4,2
o21ai_0,4
and3_1,2
a31oi_1,8
nand3_1,7
nor4_1,2
inv_1,3
buf_4,2
clkbuf_8,3
xor2_1,6
xnor2_1,4
nand2_1,15
clkdlybuf4s50_1,3
nand4_1,4
and2_1,2
dfrtp_1,22
nor3_1,2
nor2_1,17
Power figures rest on the tool's default switching activity, not on a simulated workload.
